[constraint.sdc]
current_design PWM_Controller

set clk_period 9.6
set clk_io_pct 0.2

create_clock -name clk0 -period $clk_period [get_ports {clk}]

set non_clock_inputs [all_inputs -no_clocks]
set_input_delay [expr $clk_period * $clk_io_pct] -clock clk0 $non_clock_inputs
set_output_delay [expr $clk_period * $clk_io_pct] -clock clk0 [all_outputs]
[run.sh]
#!/bin/bash
# OpenROAD 26Q1-2900-gdf79404cd8, Yosys 0.63+post, stock flow scripts
make -C /OpenROAD-flow-scripts/flow DESIGN_CONFIG=/design/flow/config.mk WORK_HOME=/design/flow/orfs finish
[design.v]
`timescale 1ns / 1ps
module PWM #(
        parameter PWM_WIDTH = 16,
        parameter [0:0] PWMH_ACTIVE_LEVEL = 1'b1,
        parameter [0:0] PWML_ACTIVE_LEVEL = 1'b1,
        parameter [PWM_WIDTH-1:0] DEAT_TIME = 100
    ) (
        input clk,
        input rstn,
        input brake,
        input [PWM_WIDTH-1:0] cnt,
        input [PWM_WIDTH-1:0] comp1,
        input [PWM_WIDTH-1:0] comp2,
        output PWM_H,
        output PWM_L
    );
    localparam [1:0] STATE_HOLD_L   = 2'd0;
    localparam [1:0] STATE_HOLD_H   = 2'd1;
    localparam [1:0] STATE_CHANGE_L = 2'd2;
    localparam [1:0] STATE_CHANGE_H = 2'd3;
    reg PWM_H_reg, PWM_L_reg;
    reg [1:0] deat_state;
    reg [PWM_WIDTH-1:0] dcnt;
    assign PWM_H = (PWM_H_reg && !brake) ? PWMH_ACTIVE_LEVEL : ~PWMH_ACTIVE_LEVEL;
    assign PWM_L = (PWM_L_reg && !brake) ? PWML_ACTIVE_LEVEL : ~PWML_ACTIVE_LEVEL;
    wire comp1_val = cnt <= comp1;
    wire comp2_val = cnt <= comp2;
    wire pwm_state = (comp1_val ^ comp2_val);
    always @(posedge clk) begin
        if (!rstn) begin
            PWM_L_reg <= 0;
            PWM_H_reg <= 0;
            dcnt <= 0;
            deat_state <= STATE_HOLD_L;
        end
        else begin
            case (deat_state)
                STATE_HOLD_L: begin
                    PWM_H_reg <= 0;
                    PWM_L_reg <= 1;
                    if (pwm_state == 1) begin
                        deat_state <= STATE_CHANGE_H;
                        dcnt <= 0;
                    end
                end
                STATE_HOLD_H: begin
                    PWM_H_reg <= 1;
                    PWM_L_reg <= 0;
                    if (pwm_state == 0) begin
                        deat_state <= STATE_CHANGE_L;
                        dcnt <= 0;
                    end
                end
                STATE_CHANGE_L: begin
                    dcnt <= dcnt + 1'd1;
                    PWM_H_reg <= 0;
                    PWM_L_reg <= 0;
                    if (dcnt == DEAT_TIME) begin
                        dcnt <= 0;
                        PWM_H_reg <= 0;
                        PWM_L_reg <= 1;
                        deat_state <= STATE_HOLD_L;
                    end
                    else if (pwm_state == 1) begin
                        PWM_H_reg  <= 1;
                        PWM_L_reg  <= 0;
                        deat_state <= STATE_HOLD_H;
                    end
                end
                STATE_CHANGE_H: begin
                    dcnt <= dcnt + 1'd1;
                    PWM_H_reg <= 0;
                    PWM_L_reg <= 0;
                    if (dcnt == DEAT_TIME) begin
                        dcnt <= 0;
                        PWM_H_reg <= 1;
                        PWM_L_reg <= 0;
                        deat_state <= STATE_HOLD_H;
                    end
                    else if (pwm_state == 0) begin
                        PWM_H_reg  <= 0;
                        PWM_L_reg  <= 1;
                        deat_state <= STATE_HOLD_L;
                    end
                end
            endcase
        end
    end
endmodule
`timescale 1ns / 1ps
module PWM_Controller #(
        parameter integer PWM_CHANNEL_NUM = 3,
        parameter integer EVENT_CHANNEL_NUM = 2,
        parameter integer PWM_WIDTH = 16,
        parameter integer PWMH_ACTIVE_LEVEL = 1,
        parameter integer PWML_ACTIVE_LEVEL = 1,
        parameter [PWM_WIDTH-1:0] PWM_RELOAD = 5000,
        parameter [PWM_WIDTH-1:0] DEAT_TIME = 100
    ) (
        input clk,
        input rstn,
        input [PWM_CHANNEL_NUM*PWM_WIDTH-1:0] axis_tdata,
        input axis_tvalid,
        input brake,
        input [PWM_WIDTH*EVENT_CHANNEL_NUM-1:0] events_comp,
        output [PWM_CHANNEL_NUM-1:0] PWM_H,
        output [PWM_CHANNEL_NUM-1:0] PWM_L,
        output [EVENT_CHANNEL_NUM-1:0] events_out
    );
    reg [PWM_WIDTH-1:0] cnt;
    genvar gi;
    generate
        for (gi = 0; gi < EVENT_CHANNEL_NUM; gi = gi + 1) begin: events_out_genloop
            assign events_out[gi] = cnt == events_comp[(gi+1)*PWM_WIDTH-1:gi*PWM_WIDTH] ? 1'b1 : 1'b0;
        end
    endgenerate
    always @(posedge clk) begin
        if (!rstn) begin
            cnt <= 0;
        end
        else begin
            if (cnt < PWM_RELOAD)
                cnt <= cnt + 1;
            else
                cnt <= 0;
        end
    end
    wire [PWM_CHANNEL_NUM*PWM_WIDTH-1:0] comp1;
    wire [PWM_CHANNEL_NUM*PWM_WIDTH-1:0] comp2;
    PWM_Conv #(
                 .PWM_CHANNEL_NUM(PWM_CHANNEL_NUM),
                 .PWM_WIDTH(PWM_WIDTH),
                 .PWM_RELOAD(PWM_RELOAD)
             ) pwm_conv_0 (
                 .clk(clk),
                 .rstn(rstn),
                 .axis_tdata(axis_tdata),
                 .axis_tvalid(axis_tvalid),
                 .comp1 (comp1),
                 .comp2 (comp2)
             );
    generate
        for (gi = 0; gi < PWM_CHANNEL_NUM; gi = gi + 1) begin: pwm_genloop
            wire [PWM_WIDTH-1:0] pwm_comp1 = comp1[(gi+1)*PWM_WIDTH-1:gi*PWM_WIDTH];
            wire [PWM_WIDTH-1:0] pwm_comp2 = comp2[(gi+1)*PWM_WIDTH-1:gi*PWM_WIDTH];
            PWM #(
                    .PWM_WIDTH(PWM_WIDTH),
                    .PWMH_ACTIVE_LEVEL(PWMH_ACTIVE_LEVEL),
                    .PWML_ACTIVE_LEVEL(PWML_ACTIVE_LEVEL),
                    .DEAT_TIME(DEAT_TIME)
                ) pwm (
                    .clk(clk),
                    .rstn(rstn),
                    .brake(brake),
                    .cnt(cnt),
                    .comp1(pwm_comp1),
                    .comp2(pwm_comp2),
                    .PWM_H(PWM_H[gi]),
                    .PWM_L(PWM_L[gi])
                );
        end
    endgenerate
endmodule
`timescale 1ns / 1ps
module PWM_Conv #(
        parameter integer PWM_CHANNEL_NUM = 3,
        parameter integer PWM_WIDTH = 16,
        parameter [PWM_WIDTH-1:0] PWM_RELOAD = 5000
    ) (
        input clk,
        input rstn,
        input [PWM_CHANNEL_NUM*PWM_WIDTH-1:0] axis_tdata,
        input axis_tvalid,
        output [PWM_CHANNEL_NUM*PWM_WIDTH-1:0] comp1,
        output [PWM_CHANNEL_NUM*PWM_WIDTH-1:0] comp2
    );
    localparam signed [PWM_WIDTH-1:0] RESIZE =  $rtoi($itor(PWM_RELOAD) / ((2 ** PWM_WIDTH) * 2.0) * (2 ** (PWM_WIDTH - 1)));
    integer i;
    function [PWM_WIDTH-1:0] perunit_to_unsigned;
        input [PWM_WIDTH-1:0] D;
        begin
            perunit_to_unsigned = D * RESIZE / (2 ** (PWM_WIDTH - 1));
        end
    endfunction
    reg  [PWM_WIDTH-1:0] comp1_array[PWM_CHANNEL_NUM-1:0];
    reg  [PWM_WIDTH-1:0] comp2_array[PWM_CHANNEL_NUM-1:0];
    wire [PWM_WIDTH-1:0] pwm_array  [PWM_CHANNEL_NUM-1:0];
    genvar gi;
    generate
        for (gi = 0; gi < PWM_CHANNEL_NUM; gi = gi + 1) begin: comp_genloop
            assign pwm_array[gi] = perunit_to_unsigned(axis_tdata[(gi+1)*PWM_WIDTH-1:gi*PWM_WIDTH]);
            assign comp1[(gi+1)*PWM_WIDTH-1:gi*PWM_WIDTH] = comp1_array[gi];
            assign comp2[(gi+1)*PWM_WIDTH-1:gi*PWM_WIDTH] = comp2_array[gi];
        end
    endgenerate
    always @(posedge clk) begin
        if (!rstn) begin
            for (i = 0; i < PWM_CHANNEL_NUM; i = i + 1) begin
                comp1_array[i] <= 0;
                comp2_array[i] <= 0;
            end
        end
        else begin
            if (axis_tvalid) begin
                for (i = 0; i < PWM_CHANNEL_NUM; i = i + 1) begin
                    comp1_array[i] <= (PWM_RELOAD / $signed(3'd2)) - pwm_array[i];  
                    comp2_array[i] <= (PWM_RELOAD / $signed(3'd2)) + pwm_array[i];  
                end
            end
        end
    end
endmodule
[config.mk]
export PLATFORM = sky130hd
export DESIGN_NAME = PWM_Controller
export DESIGN_NICKNAME = PWM_Controller
export VERILOG_FILES = /design/flow/design.v
export SDC_FILE = /design/flow/constraint.sdc
export NUM_CORES = 4
export LEC_CHECK = 1
export CORE_UTILIZATION = 40
==> reports/qor.yml <==
global_route:
  grt_max_degree: 64
  grt_pass1_wl_um: 65300
  grt_overflow: 0
  grt_pass1_vias: 13606
  track_usage_pct: 17.9
  antenna_found_initial: 0
layout:
  final_util_pct: 45.1
  reg_top3: "pwm_genloop.pwm.dcnt x48, pwm_conv_0.comp1_array x39, pwm_conv_0.comp2_array x36"
  largest_register_ffs: 48
  nFillCells: 4247
  area_growth_pct: 11.4
  top_register: "pwm_genloop.pwm.dcnt"
  layout-drive-gt1-share_pct: 4.55
final_timing:
  grt_setup_unrepaired: "false"
  setup_viol: 0
  fin_crit_ps: 7540
  final.setup_skew_ps: 12.7
  fin_crit_sh_pct: 78.5
  worst_pin_slew_ps: 955
  clock.fmax_mhz: 133
  hold_viol: 0
  slew_viol_final: 0
  fin_tns_setup_ps: 0
  whs_ps: 484
  relSlewSlack_pct: 35.7
worst_setup_path:
  path_buffers: 6
  cp_cell_sequence: "clkdlybuf4s50_1 -> inv_1 -> fa_1 -> inv_1 -> ha_1 -> fa_1 -> ha_1 -> inv_1 -> fa_1 -> inv_1 -> ha_1 -> and2_1 -> nand3_1 -> a21oi_1 -> nand2b_1 -> xor2_1 -> inv_1 -> ha_1 -> a21oi_1 -> nor3_1 -> nor3_1 -> xnor2_1 -> mux2i_1 -> nor2_1"
  cp.arrival_ps: 7820
  endpoint_kind: "register"
  cp_top_family: "adder cells"
  path_class: "in2reg"
  slowest_stage: "clkdlybuf4s50_1"
  cp_common_cell: "inv_1"
  max_stage_delay_ps: 590
  worstPathRequired_ps: 9880
  crit_fanout: 8
  cp-start-kind: "input pin"
detailed_routing:
  post_drt_wl_per_cell_um: 13.4
  ant_nets: 0
  drt_wl_total_um: 37300
  viasPerCell: 4.97
  vias: 13859
  insertedDiodeCount: 0
  drc: 0
  dr.pass1.iters: 5
  dr.first_iter.drc_count: 652
synth:
  edf_count: 0
  syn_area_per_cell_um2: 8.42
  synth_area_um2: 17900
  largest_area_cell: "ha_1"
  synth_cell_type_count: 103
  yosys-top-cells-area: "ha_1 21%, dfxtp_1 18%, fa_1 11%, inv_1 8.2%, xnor2_1 5.4%"
  syn_inst: 2123
  top_cell_area_share_pct: 21.5
  yosysCellCount: 2123
  synth_chip_area_um2: 17900
  ys_warn_count: 5
  ys.flops: 157
  ys.flop_type: "dfxtp_1"
  synth-async-reset-ratio_pct: 0
  ys_seq_share_pct: 17.6
pwr:
  switchingPower_mw: 3.03
  swShare_pct: 49.5
  p_seq_share_pct: 13.9
  power.internal_mw: 3.09
  ir_drop_mv: 0.184
  pwr-share-comb_pct: 74.9
  p_per_area_nw_per_um2: 307
  p_leak_nw: 9.17
  p_clk_share_pct: 11.2
floorplanning:
  dieWidth_um: 213
  initCoreUtil_pct: 40.5
  pin_count: 92
  die-area_um2: 45600
  fp.dieH_um: 213
  coreArea_um2: 44100
  rows: 77
flow_run:
  max-cap-violations: 0
  tool_warnings: 34
clock_tree:
  htree_levels: 4
  path_clk_slew_ps: 70
  post_cts_buffers: 0
  cts_tree: "yes"
  cts_buffer_depth: 2
  clk_latency_ps: 420
  numCtsBuffers: 17
  holdBufCountCts: 0
  clock-sinks: 157
  cts_root_buf: "clkbuf_16"
  cts_resized: 0
placed_design:
  io_buffers: 91
  gp_congestion: 0.881
  dp_hpwl_um: 30300
run_status:
  status: "finished clean"
hold_path:
  holdCritPathClass: "reg2reg"
==> cell usage in the layout (no fill, tap or decap), drive strengths merged, types with 6 or more instances in the layout <==
master	Yosys	layout
o21bai	10	10
nor2	177	177
clkdlybuf4s50	0	90
nor4	20	20
a21o	22	22
mux2i	29	29
and2	6	6
fa	102	102
nor4b	9	9
o31ai	10	10
and3	28	28
or3	16	16
xnor2	110	110
a31oi	13	13
inv	391	397
xor2	42	42
and4	10	10
nand2	106	106
clkbuf	36	19
nand3	50	50
o21ai	69	69
a21oi	114	114
nor2b	20	20
dfxtp	157	157
o211ai	20	20
a211oi	49	49
o21a	10	10
buf	17	8
nor3	40	40
nand4	41	41
nand2b	6	6
ha	307	307
==> power by group through the flow <==
stage | clock network (mW) | registers (mW) | logic, mW
6_report | 0.685 | 0.852 | 4.58
4_1_cts | 0.702 | 0.853 | 4.63
5_1_grt | 0.733 | 0.867 | 5.27
==> layout make-up <==
class	instances	area, µm²	area share (%)
clock inverter	13	155	0.779
timing repair buffer	98	961	4.82
multi-input combinational	1521	13000	65.3
tap	592	741	3.72
sequential	157	3140	15.8
clock buffer	19	443	2.22
inverter	391	1470	7.37
==> cells in the mapped netlist, drive strengths merged (10+ instances only) <==
master and instances:
a21o 22, and3 28, o21a 10, nor2 177, mux2i 29, o21bai 10
buf 17, xnor2 110, nor2b 20, dfxtp 157, o21ai 69, a211oi 49
a21oi 114, xor2 42, nand2 106, nand4 41, o211ai 20, ha 307
and4 10, nor3 40, a31oi 13, or3 16, o31ai 10, nand3 50
nor4 20, clkbuf 36, inv 391, fa 102
==> path summary, 6_finish.rpt <==
check	start	endpoint	slack, ps	cells after the start
worst max-delay path	axis_tdata[8]	pwm_conv_0.comp1_array[0][8]$_SDFFE_PN0P_	2060	24
worst min-delay path	pwm_conv_0.comp2_array[2][1]$_SDFFE_PN0P_	pwm_conv_0.comp2_array[2][1]$_SDFFE_PN0P_	480	2
worst max register to register	cnt[5]$_SDFF_PN0_	pwm_genloop[0].pwm.dcnt[13]$_SDFFE_PN0P_	5270	10
worst min register to register	pwm_conv_0.comp2_array[2][1]$_SDFFE_PN0P_	pwm_conv_0.comp2_array[2][1]$_SDFFE_PN0P_	480	2
==> cells by family (layout without fill, tap and decap cells) <==
family          after synthesis  after routing  share of synthesized area (%)
simple gates                552            552                           15.5
flops                       157            157                           17.6
xor+xnor                    152            152                           7.86
mux                          34             34                           2.03
compound gates              371            371                           14.4
other cells                   1              3                         0.0210
buf+inv                     447            521                           9.74
fa+ha+maj                   409            409                           32.9
==> stage by stage <==
stage,setup WS (ps),cells,instance area (µm²),total power [mW]
floorplan,2700,2125,17900,4.57
global placement,1690,2759,19300,5.43
detailed placement,1580,2759,19300,5.46
CTS,2030,2791,19900,6.19
global route,1640,2791,19900,6.87
finish,2060,2791,19900,6.11
==> tightest hold or removal path, cell delays in order (launching register included) <==
cell and delay (ps):
dfxtp_1 310, nor2_1 80, a211oi_1 50
==> per-layer routing <==
metal / vias up / track usage (%) / wire length (µm) / share of wire, %
met3: 16 / 1.90 / 962 / 2.6
met4: 0 / 1.23 / 263 / 0.71
met1: 6372 / 27.0 / 18700 / 50
li1: 7320 / - / - / -
met2: 151 / 29.6 / 17300 / 46
met5: - / 0 / 0 / 0
Power and IR drop assume default switching activity.
