## /design/flow/config.mk

```make
export PLATFORM = sky130hd
export DESIGN_NAME = SVPWM
export DESIGN_NICKNAME = SVPWM
export VERILOG_FILES = /design/flow/design.v
export SDC_FILE = /design/flow/constraint.sdc
export NUM_CORES = 4
export LEC_CHECK = 1
export CORE_UTILIZATION = 50
```

## /design/flow/constraint.sdc

```tcl
current_design SVPWM

set clk_period 12.0
set clk_io_pct 0.2

create_clock -name clk0 -period $clk_period [get_ports {clk}]

set non_clock_inputs [all_inputs -no_clocks]
set_input_delay [expr $clk_period * $clk_io_pct] -clock clk0 $non_clock_inputs
set_output_delay [expr $clk_period * $clk_io_pct] -clock clk0 [all_outputs]
```

## /design/flow/design.v

```verilog
`timescale 1ns / 1ps
module SVPWM #(
        parameter integer PWM_WIDTH = 16
    ) (
        input clk,
        input rstn,
        input [PWM_WIDTH*2-1:0] alpha_beat_tdata,
        input alpha_beat_tvalid,
        output [PWM_WIDTH*3-1:0] pwm_out_tdata,
        output pwm_out_tvalid
    );
    localparam signed [PWM_WIDTH/2+1:0] SQRT3_BY_2 = $rtoi(1.732050807568877 / 2 * (2 ** (PWM_WIDTH / 2)));
    reg signed [PWM_WIDTH:0] alpha_tmp;
    reg signed [PWM_WIDTH:0] va[2:0];
    reg signed [PWM_WIDTH:0] vb[2:0];
    reg signed [PWM_WIDTH:0] vc[2:0];
    reg signed [PWM_WIDTH:0] mux;
    reg signed [PWM_WIDTH:0] vmax;
    reg signed [PWM_WIDTH:0] vmin;
    reg signed [PWM_WIDTH:0] vcom;
    reg [PWM_WIDTH-1:0] pwm_u;
    reg [PWM_WIDTH-1:0] pwm_v;
    reg [PWM_WIDTH-1:0] pwm_w;
    reg [4:0] valid_delay;
    wire signed [PWM_WIDTH:0] alpha = {
             alpha_beat_tdata[PWM_WIDTH*2-1], alpha_beat_tdata[PWM_WIDTH*2-1:PWM_WIDTH]
         };
    wire signed [PWM_WIDTH/2-1:0] beta = {alpha_beat_tdata[PWM_WIDTH-1:PWM_WIDTH/2]};
    assign pwm_out_tdata  = {pwm_u, pwm_v, pwm_w};
    assign pwm_out_tvalid = valid_delay[4];
    function signed [PWM_WIDTH:0] MAX;
        input signed [PWM_WIDTH:0] a;
        input signed [PWM_WIDTH:0] b;
        begin
            if (a > b)
                MAX = a;
            else
                MAX = b;
        end
    endfunction
    function signed [PWM_WIDTH:0] MIN;
        input signed [PWM_WIDTH:0] a;
        input signed [PWM_WIDTH:0] b;
        begin
            if (a < b)
                MIN = a;
            else
                MIN = b;
        end
    endfunction
    always @(posedge clk) begin
        if (!rstn) begin
            alpha_tmp <= 0;
            va[0] <= 0;
            vb[0] <= 0;
            vc[0] <= 0;
            va[1] <= 0;
            vb[1] <= 0;
            vc[1] <= 0;
            va[2] <= 0;
            vb[2] <= 0;
            vc[2] <= 0;
            mux <= 0;
            vmax <= 0;
            vmin <= 0;
            vcom <= 0;
            pwm_u <= 0;
            pwm_v <= 0;
            pwm_w <= 0;
            valid_delay <= 0;
        end
        else begin
            valid_delay <= valid_delay << 1 | alpha_beat_tvalid;
            mux <= beta * SQRT3_BY_2;
            alpha_tmp <= alpha;
            va[0] <= alpha_tmp;
            vb[0] <= -alpha_tmp / $signed(3'd2) + mux;
            vc[0] <= -alpha_tmp / $signed(3'd2) - mux;
            vmax <= MAX(va[0], MAX(vb[0], vc[0]));
            vmin <= MIN(va[0], MIN(vb[0], vc[0]));
            va[1] <= va[0] * $signed(3'd2);
            vb[1] <= vb[0] * $signed(3'd2);
            vc[1] <= vc[0] * $signed(3'd2);
            vcom <= vmax + vmin;
            va[2] <= va[1] + (2'd2 ** (PWM_WIDTH - 1));
            vb[2] <= vb[1] + (2'd2 ** (PWM_WIDTH - 1));
            vc[2] <= vc[1] + (2'd2 ** (PWM_WIDTH - 1));
            pwm_u <= vcom - va[2];
            pwm_v <= vcom - vb[2];
            pwm_w <= vcom - vc[2];
        end
    end
endmodule
```

## /design/flow/run.sh

```bash
#!/bin/bash
# OpenROAD 26Q1-2900-gdf79404cd8, Yosys 0.63+post, stock flow scripts
make -C /OpenROAD-flow-scripts/flow DESIGN_CONFIG=/design/flow/config.mk WORK_HOME=/design/flow/orfs finish
```

==> results.sh <==
# source this file to load flow results
export IMPL_status="finished, final reports clean"
export IMPL_cp_slowest_stage_delay_ns=0.58
export IMPL_postSynthCellCount=1575
export IMPL_adder_share_pct=18.9
export IMPL_dp_cells=1977
export IMPL_clock_sinks=268
export IMPL_fill_cells=2473
export IMPL_synth_area_mm2=0.0145
export IMPL_drive_gt1_share_pct=4.36
export IMPL_path_cells="clkdlybuf4s50_1 -> fa_1 -> ha_1 -> inv_1 -> fa_1 -> fa_1 -> inv_1 -> ha_1 -> a21o_1 -> a21oi_1 -> o21ai_0 -> and2_1 -> o41a_1 -> a31oi_1 -> xnor2_1 -> nor2_1"
export IMPL_clkTransAtPathRegs_ns=0.06
export IMPL_critPathKind="in -> reg"
export IMPL_fp_dieArea_mm2=0.0296
export IMPL_ios=84
export IMPL_period_needed_ns=6.24
export IMPL_seq_area_frac_synth_pct=37.1
export IMPL_simple_gate_share_pct=17.6
export IMPL_cts_buffer_depth=3
export IMPL_maxCapViolations=0
export IMPL_cts_tree="built"
export IMPL_common_cells="dfxtp_1 (268), ha_1 (178), nor2_1 (155), and2_1 (123), inv_1 (122)"
export IMPL_hp_class="reg -> reg"
export IMPL_antenna_found_initial=0
export IMPL_setup_slack_ns=5.76
export IMPL_grt_pass1_wl_um=47900
export IMPL_synthXorXnorAreaFrac_pct=5.75
export IMPL_power_leakage_nw=7.21
export IMPL_drt_iter0_markers=534
export IMPL_portBuffers=75
export IMPL_track_usage_pct=20.9
export IMPL_top_area_share_pct=37.1
export IMPL_ys_sh_mux_pct=2.65
export IMPL_cts_htree_levels=1
export IMPL_path_common_cell="fa_1"
export IMPL_grt_pass1_vias=9836
export IMPL_core_area_mm2=0.0281
export IMPL_max_freq_ghz=0.160
export IMPL_die_w_um=172
export IMPL_postLayoutCoreUtil_pct=58.7
export IMPL_flop_cell="dfxtp_1"
export IMPL_start_kind="input port"
export IMPL_avgSynthCellArea_um2=9.18
export IMPL_via_per_inst=5.04
export IMPL_grt_max_degree=93
export IMPL_synth_distinct_cells=66
export IMPL_ant_nets=0
export IMPL_rsz0062_at_grt="false"
export IMPL_tightest_slew_ns=0.819
export IMPL_r2r_slack_ns=6.13
export IMPL_fp_util_pct=51.5
export IMPL_aoi_share_pct=13.0
export IMPL_power_density_mw_per_mm2=256
export IMPL_antennaDiodeCount=0
export IMPL_cts_root_buf="clkbuf_16"
export IMPL_crit_fanout=4
export IMPL_postCtsSetupRepairBufs=0
export IMPL_yosys_area_mm2=0.0145
export IMPL_ys_cells=1575
export IMPL_cts_resized=0
export IMPL_fin_cells=2031
export IMPL_yosysWarnings=4
export IMPL_holdBufCountCts=0
export IMPL_finalCritPeriodShare_pct=52.0
export IMPL_yosys_area_top_type="dfxtp_1"
export IMPL_finalHoldViolCount=0
export IMPL_drt_drc_violations_left=0
export IMPL_area_growth_syn_to_layout_pct=14.0
export IMPL_slowest_stage="clkdlybuf4s50_1"
export IMPL_setup_viol=0
export IMPL_crit_buf_inv=3
export IMPL_edf_count=0
export IMPL_clk_latency_ns=0.56
export IMPL_num_rows=61
export IMPL_fp_dieH_um=172
export IMPL_routed_wl_um=28400
export IMPL_ir_drop_mv=0.118
export IMPL_tns_ns=0
export IMPL_slew_violations=0
export IMPL_most_common_cell="dfxtp_1"
export IMPL_logic_family="adder cells"
export IMPL_vias=10227
export IMPL_synthArstFlopShare_pct=0
export IMPL_grt_overflow=0
export IMPL_cp_arrival_ns=6.65
export IMPL_pre_cts_ws_ns=5.17
export IMPL_warnings=52
export IMPL_max_slew_margin_pct=45.4
export IMPL_cts_buffers=30
export IMPL_synthTopCellsByArea="dfxtp_1 (37%), ha_1 (15%), and2_1 (5.3%), nor2_1 (4.0%), xnor2_1 (3.9%)"
export IMPL_cp_required_ns=12.41
export IMPL_end_kind="flop"
export IMPL_wire_per_inst_um=14.0
export IMPL_synth_flops=268
export IMPL_first_pass_iters=7
export IMPL_hpwl_um=21600
export IMPL_finClkSkew_ns=0.0243
export IMPL_place_congestion=0.865
export IMPL_critPathTopFamily="adder cells"
-- through the flow --
stage | hold WS (ns) | power, mW | cell area, um2
global placement | 0.375 | 3.33 | 15500
CTS | 0.382 | 4.27 | 16500
floorplan | 0.368 | 2.83 | 14500
finish | 0.381 | 4.22 | 16500
global route | 0.398 | 4.61 | 16500
detailed placement | 0.372 | 3.35 | 15500
-- where the power goes --
group | total, mW | internal [mW] | leakage [nW] | switching (mW)
Clock | 0.893 | 0.543 | 0.493 | 0.350
Combinational | 2.11 | 0.983 | 4.50 | 1.12
Sequential | 1.23 | 1.11 | 2.21 | 0.117
Total | 4.22 | 2.63 | 7.21 | 1.59
-- per-layer routing --
layer	vias to the layer above	global-route usage (%)	wire length, um	share of wire [%]
li1	5458	-	-	-
met1	4574	29.3	13500	47
met2	149	35.8	13500	47
met3	46	2.24	802	2.8
met4	0	4.27	706	2.5
met5	-	0	0	0
-- flip-flops by register name, summed over array words and instances, names as in the netlist --
| name | flops |
|---|---|
| vc | 47 |
| va | 46 |
| vb | 44 |
| mux | 17 |
| alpha_tmp | 16 |
| pwm_w | 16 |
| vcom | 16 |
| vmax | 16 |
| vmin | 16 |
| pwm_u | 15 |
| pwm_v | 14 |
| valid_delay | 5 |
-- logic make-up after synthesis --
family | Yosys count
multiplexers | 38
AND-OR/OR-AND | 301
flip-flops | 268
AND/OR/NAND/NOR | 489
buffers and inverters | 181
adder cells (fa/ha/maj) | 203
XOR/XNOR | 95
-- final cells by class --
cell class              count  area [um2]  share of cell area [%]
multi-input cells        1126        8390                    50.9
clock buffers              42         866                    5.25
inverters                 123         463                    2.81
well taps                 378         473                    2.87
repair buffers             82         801                    4.86
flip-flops and latches    268        5370                    32.5
clock inverters            12         128                   0.774
-- layout by cell type (no fill, tap or decap), types with 10 or more instances in the layout --
master / instances
or3_1: 23
o21a_1: 15
dfxtp_1: 268
a211oi_1: 10
xor2_1: 30
a31oi_1: 11
ha_1: 178
clkdlybuf4s50_1: 74
nor2b_1: 29
xnor2_1: 65
o21ai_0: 74
clkbuf_16: 30
and2_1: 123
nand2b_1: 19
mux2i_1: 35
a21oi_1: 93
inv_1: 121
nor3_1: 37
a21o_1: 33
fa_1: 25
nand2_1: 45
nor2_1: 155
nand3_1: 27
-- final timing paths --
check                       startpoint   endpoint  depth (start not counted)
hold reg to reg              va[1][15]  va[2][15]                          1
hold / removal               va[1][15]  va[2][15]                          1
setup / recovery  alpha_beat_tdata[12]    mux[14]                         16
setup reg to reg          alpha_tmp[0]  vc[0][15]                         24
-- worst register-to-register path, stage by stage, from the launching register on --
cell and delay [ns]:
dfxtp_1 0.36, inv_1 0.12, ha_1 0.37, or4b_4 0.53
nor3_1 0.36, a21o_1 0.28, nor2_1 0.07, ha_1 0.26
ha_1 0.24, nor2b_1 0.15, nand4b_1 0.11, nand3_1 0.15
o211a_1 0.21, a31oi_1 0.17, nor2_1 0.07, xnor2_1 0.25
ha_1 0.43, a21o_1 0.21, a21o_1 0.20, a21o_1 0.18
a31oi_1 0.31, o31ai_1 0.16, o41ai_1 0.33, xnor2_1 0.17
nor2_1 0.05
Power is estimated from default activity; no workload was simulated.
